--- flow/design.v ---
module apb_master #(
    parameter DATA_WD = 8,
    parameter ADDR_WD = 8
) (
    input                         clk,
    input                         rst_n,
    input [DATA_WD + ADDR_WD : 0] cmd_in,
    input                         cmd_vld,
    input [DATA_WD - 1 : 0]       prdata,
    input                         pready,
    output                        cmd_rdy,
    output                        psel,
    output                        penable,
    output                        pwrite,
    output [ADDR_WD - 1 : 0]      paddr,
    output [DATA_WD - 1 : 0]      pwdata,
    output                        read_vld,
    output [DATA_WD - 1 : 0]      read_data
);
localparam [1:0] IDLE = 2'b00;
localparam [1:0] SETUP = 2'b01;
localparam [1:0] ACCESS = 2'b11;
reg [1:0] state,next_state;
reg r_psel,r_penable;
assign psel = r_psel;
assign penable = r_penable;
reg [DATA_WD + ADDR_WD : 0] r_cmd_in;
wire cmd_fire;
assign cmd_fire = cmd_vld && cmd_rdy;
assign cmd_rdy = state == IDLE;
always @(posedge clk or negedge rst_n) begin
    if(!rst_n) begin
        state <= IDLE;
    end
    else begin
        state <= next_state;
    end
end
always @(*) begin
    case(state)
        IDLE: begin
            if(cmd_fire) begin
                next_state = SETUP;
            end
            else begin
                next_state = IDLE;
            end
        end
        SETUP: begin
            next_state = ACCESS;
        end
        ACCESS: begin
            if(pready) begin
                next_state = IDLE;
            end
            else begin
                next_state = ACCESS;
            end
        end
        default: begin
            next_state = IDLE;
        end
    endcase
end
always @(*) begin
    r_psel = 'b0;
    r_penable = 'b0;
    case(state)
        IDLE: begin
        end
        SETUP: begin
            r_psel = 1'b1;
        end
        ACCESS: begin
            r_psel = 1'b1;
            r_penable = 1'b1;
        end
        default: begin
        end
    endcase
end
always @(posedge clk or negedge rst_n) begin
    if(!rst_n) begin
        r_cmd_in <= 'b0;
    end
    else if(cmd_fire) begin
        r_cmd_in <= cmd_in;
    end
end
assign paddr  = r_cmd_in[DATA_WD + ADDR_WD - 1 : DATA_WD];
assign pwdata = r_cmd_in[DATA_WD - 1 : 0];
assign pwrite = r_cmd_in[DATA_WD + ADDR_WD];
assign read_data = prdata;
assign read_vld = ~pwrite && pready;
endmodule
module apb_slave #(
    parameter DATA_WD = 8,
    parameter ADDR_WD = 8 
) (
    input                    clk,
    input                    rst_n,
    input                    psel,
    input                    penable,
    input                    pwrite,
    input  [ADDR_WD - 1 : 0] paddr,
    input  [DATA_WD - 1 : 0] pwdata,
    output [DATA_WD - 1 : 0] prdata,
    output                   pready
);
localparam ADDR_MAX = (1 << ADDR_WD);
reg [DATA_WD - 1 : 0] mem [ADDR_MAX - 1 : 0];
localparam [1:0] IDLE = 2'b00;
localparam [1:0] SETUP = 2'b01;
localparam [1:0] ACCESS = 2'b11; 
reg [1:0] state,next_state;
wire apb_fire;
assign apb_fire = psel && penable && pready;
always @(posedge clk or negedge rst_n) begin
    if(!rst_n) begin
        state <= IDLE;
    end
    else begin
        state <= next_state;
    end
end
always @(*) begin
    case(state) 
        IDLE: begin
            if(psel) begin
                next_state = SETUP;
            end
            else begin
                next_state = IDLE;
            end
        end
        SETUP: begin
            next_state = ACCESS;
        end
        ACCESS: begin
            if(!pready) begin
                next_state = ACCESS;
            end
            else if(psel) begin
                next_state = SETUP;
            end
            else begin
                next_state = IDLE;
            end
        end
        default: begin
            next_state = IDLE;
        end
    endcase
end
reg r_pready;
assign pready = r_pready;
always @(*) begin
    case(state)
        IDLE: begin
            r_pready = 1'b0;            
        end 
        SETUP: begin
            r_pready = 1'b0;            
        end
        ACCESS: begin
            if(psel && penable) begin
                r_pready = 1'b1;
            end
            else begin
                r_pready = 1'b0;
            end
        end
        default: begin
        end
    endcase
end
always @(posedge clk or negedge rst_n) begin
    if(!rst_n) begin
    end
    else if(apb_fire) begin
        mem[paddr] <= pwdata;
    end
end
assign prdata = mem[paddr];
endmodule
module apb_top #(
    parameter DATA_WD = 8,
    parameter ADDR_WD = 8 
) (
    input                         clk,
    input                         rst_n,
    input [DATA_WD + ADDR_WD : 0] cmd_in,
    input                         cmd_vld,
    output                        cmd_rdy,
    output                        read_vld,
    output [DATA_WD - 1 : 0]      read_data
);
    wire psel,penable,pwrite,pready;
    wire [DATA_WD - 1 : 0] pwdata;
    wire [ADDR_WD - 1 : 0] paddr;
    wire [DATA_WD - 1 : 0] prdata;
   apb_master  #(
              .DATA_WD(DATA_WD),
              .ADDR_WD(ADDR_WD)
            )u_apb_master(
              .clk(clk),
              .rst_n(rst_n),
              .cmd_in(cmd_in),
              .cmd_vld(cmd_vld),
              .prdata(prdata),
              .pready(pready),
              .cmd_rdy(cmd_rdy),
              .psel(psel),
              .penable(penable),
              .pwrite(pwrite),
              .paddr(paddr),
              .pwdata(pwdata),
              .read_vld(read_vld),
              .read_data(read_data)
            );
   apb_slave  #(
             .DATA_WD(DATA_WD),
             .ADDR_WD(ADDR_WD)
           )u_apb_slave(
             .clk(clk),
             .rst_n(rst_n),
             .psel(psel),
             .penable(penable),
             .pwrite(pwrite),
             .paddr(paddr),
             .pwdata(pwdata),
             .prdata(prdata),
             .pready(pready)
           );
endmodule
--- flow/run.sh ---
#!/bin/bash
# OpenROAD 26Q1-2900-gdf79404cd8, Yosys 0.63+post, stock flow scripts
make -C /OpenROAD-flow-scripts/flow DESIGN_CONFIG=/design/flow/config.mk WORK_HOME=/design/flow/orfs finish
--- flow/config.mk ---
export PLATFORM = sky130hd
export DESIGN_NAME = apb_top
export DESIGN_NICKNAME = apb_top
export VERILOG_FILES = /design/flow/design.v
export SDC_FILE = /design/flow/constraint.sdc
export NUM_CORES = 4
export LEC_CHECK = 1
export CORE_UTILIZATION = 30
--- flow/constraint.sdc ---
current_design apb_top

set clk_period 8.7
set clk_io_pct 0.2

create_clock -name clk0 -period $clk_period [get_ports {clk}]

set non_clock_inputs [all_inputs -no_clocks]
set_input_delay [expr $clk_period * $clk_io_pct] -clock clk0 $non_clock_inputs
set_output_delay [expr $clk_period * $clk_io_pct] -clock clk0 [all_outputs]
==> ci_impl_report.md <==
### Yosys + OpenROAD results

| Metric | Value |
|---|---|
| Hold path startpoint | `u_apb_master.state[1]` |
| Share of layout cells above drive strength 1 | `20.8%` |
| Power density cells | `242 nW/um2` |
| HP Class | `flip-flop to flip-flop` |
| Hpwl dp | `361 mm` |
| Largest net degree at the start of global routing | `112` |
| Pint | `17.1 mW` |
| Post-Syn Instances | `5,101` |
| CTS tree | `built` |
| Primary FF master, synth | `edfxtp_1` |
| Final Instance Area | `96,600 um2` |
| Hold EP | `u_apb_slave.state[0]` |
| Maximum Capacitance Violations | `2` |
| Tool warnings | `30` |
| First-pass DRT Iterations | `24` |
| R2R Path End | `u_apb_slave.mem[239][7]` |
| Delay-heaviest family, CP | `AND-OR/OR-AND gates` |
| Setup WS pre-CTS | `0.862 ns` |
| Hold buffers post-CTS | `0` |
| Critical R2R Launch | `u_apb_master.r_cmd_in[8]` |
| # setup viols final | `5` |
| Status | `complete, but fails checks` |
| Post-CTS setup buffer count | `0` |
| Clk Tree Root Cell | `clkbuf_16` |
| Clock power share | `41.5%` |
| Worst R2R Setup Slack | `3.26 ns` |
| Comb pwr share | `10.1%` |
| Critical-path cell list | `buf_4 > or4b_2 > buf_4 > nor2_1 > a211oi_1 > o2111ai_1 > nor4_1 > a41oi_1 > clkdlybuf4s50_1` |
| GPL Wtd Cong | `1.18` |
| IO Port Bufs | `29` |
| Slowest-stage cell, CP | `a211oi_1` |
| Final Core Density | `36.4%` |
| Worst Reg-to-Reg Cells | `7` |
| Placement Cell Area | `89,000 um2` |
| Critical path fanouts, max | `27` |
| Crit path buffers/inverters | `3` |
| Post-synth regs | `2,072` |
| Clock transition at the registers of the reported paths | `0.06 ns` |
| Unrepaired setup endpoints after global routing | `false` |
| Setup crit start kind | `flip-flop` |
| WS Path Type | `flip-flop to output pin` |
| Inst Count DP | `8,837` |
| Sequential share of power | `48.4%` |
| Row count | `189` |
| Clock skew | `0.0601 ns` |
| Antenna Nets Post-Route | `0` |
| Yosys Instances | `5,101` |
| Vias in the first global route | `64,100` |
| Post-Syn Area per Cell | `15.7 um2` |
| Max Clk Rate | `0.108 GHz` |
| # IOs | `30` |
| Via-per-instance ratio | `6.97` |
| Final min period | `9.23 ns` |
| DRT iter0 DRCs | `8,063` |
| Drt drc | `0` |
| Most common cell on crit path | `buf_4` |
| Critical Path AT | `7.49 ns` |
| Core ar. | `265,000 um2` |
| Worst skew pair latency | `0.90 ns` |
| Switching Fraction | `26.9%` |
| Final Max Tran Viols | `4` |
| Register pins left without a clock | `1` |
| Fin cells | `9,328` |
| H-tree levels | `4` |
| Tcrit/Tclk final | `106%` |
| Endpoints left unconstrained | `1` |
| Failing checks | `max-capacitance violations, max-slew violations, negative setup slack` |
| LEAKAGE | `29.7 nW` |
| Hold path cells | `1` |
| Yosys warning total | `3` |
| Via count | `65,000` |
| Setup crit end kind | `output pin` |
| WP data required | `6.96 ns` |
| Die span in y | `519 um` |
| Die X | `519 um` |
| Fin. Hold Viols | `0` |
| Post-synth EDFFs | `2,048` |
| CTS Buf Count | `217` |
| Area growth, synth to finish | `20.7%` |
| Power, Total | `23.4 mW` |
| Switching power | `6.30 mW` |
| FILL cells | `24,500` |
| Least-Margin Pin Slew | `1.63 ns` |
| Initial antenna violation count | `63` |
| Cell Area, Synth | `80,100 um2` |
| Register area | `62,100 um2` |
| Fp util | `30.2%` |
| Routed wire length | `545 mm` |
| Chip footprint | `269,000 um2` |
| Ys async rst share | `1.11%` |
| Worst setup margin | `-0.528 ns` |
| WL/cell | `58.4 um` |
| Logic area | `17,100 um2` |
| Yosys chip area | `80,100 um2` |
| Maximum single-stage delay on the critical path | `0.97 ns` |
| Grt ovf | `0` |
| Peak VDD IR | `0.184 mV` |
| Tot GR Track Use | `43.0%` |
| Unique cell types | `72` |
| Clock tree buffer depth | `3` |
| Slew headroom | `-9.71%` |
| First-pass GRT wire length | `686 mm` |
## synthesized netlist by cell type, types with 5 or more instances
cell / instances / area share (%)
a2111oi_0: 14 / 0.15
a21oi_1: 59 / 0.37
a221o_1: 6 / 0.075
a221oi_1: 24 / 0.26
a222oi_1: 46 / 0.57
a22o_1: 30 / 0.33
a22oi_1: 374 / 3.5
a31oi_1: 15 / 0.12
a32o_1: 13 / 0.16
a32oi_1: 132 / 1.4
and3_1: 46 / 0.36
and4_1: 9 / 0.098
and4b_1: 10 / 0.12
buf_1: 103 / 0.48
buf_2: 184 / 1.1
buf_4: 11 / 0.10
buf_6: 10 / 0.14
clkbuf_1: 142 / 0.67
dfrtp_1: 21 / 0.66
edfxtp_1: 2048 / 77
inv_1: 6 / 0.028
mux2_2: 15 / 0.21
nand2_1: 79 / 0.37
nand3_1: 685 / 4.3
nand4_1: 201 / 1.6
nand4b_1: 9 / 0.098
nand4bb_1: 10 / 0.14
nor2_1: 255 / 1.2
nor2b_1: 8 / 0.062
nor3_1: 143 / 0.89
nor3b_1: 6 / 0.056
nor4_1: 79 / 0.62
nor4b_1: 5 / 0.055
nor4bb_1: 10 / 0.12
o2111ai_1: 13 / 0.14
o211ai_1: 16 / 0.15
o21ai_0: 27 / 0.17
o22ai_1: 134 / 1.0
or4_1: 30 / 0.28
or4b_2: 7 / 0.087
## final cells by class
class	instances	area share, %
Antenna cell	80	0.207
Clock buffer	244	5.79
Multi-Input combinational cell	2572	17.7
Timing Repair Buffer	657	5.64
Sequential cell	2072	64.3
Inverter	7	0.0272
Tap cell	3533	4.57
Clock inverter	163	1.80
## worst max path at each step
stage                          from      endpoint  slack (ns)  cells after the start
6_report  u_apb_master.r_cmd_in[15]  read_data[0]       -0.53                      9
5_1_grt   u_apb_master.r_cmd_in[15]  read_data[0]        0.05                      9
4_1_cts    u_apb_master.r_cmd_in[8]  read_data[0]        0.09                     11
## stage by stage
step	hold slack (ns)	setup TNS, ns
finish	0.425	-1.22
global route	0.455	0
CTS	0.424	0
detailed placement	0.412	0
global placement	0.430	0
floorplan	0.399	0
## flip-flops by register name (all words and copies together) (netlist names)
signal                 cells
u_apb_master.r_cmd_in     17
u_apb_slave.r_pready       1
u_apb_master.state         3
u_apb_slave.state          3
u_apb_slave.mem         2048
## layout by cell type (no fill, tap or decap), drive strengths merged, types with 115 or more instances in the layout
master	count
buf	628
nand4	201
nand3	687
o22ai	134
nor3	143
edfxtp	2048
clkinv	115
nor2	255
a22oi	374
clkbuf	244
a32oi	132
## power by group through the flow
stage | Sequential, mW | Clock [mW] | Combinational, mW
4_1_cts | 11.3 | 9.67 | 2.17
5_1_grt | 11.3 | 10.0 | 2.24
6_report | 11.3 | 9.72 | 2.36
## routing by layer
metal / up-vias / share of wire [%] / global-route usage, %
met5: - / 1.8 / 32.9
met4: 227 / 12 / 36.8
met3: 2629 / 22 / 43.0
met2: 8686 / 38 / 52.2
met1: 31500 / 26 / 37.0
li1: 22000 / - / -
## cell families (layout without fill, tap and decap cells)
| family | count (synthesis) | count (layout) | synth area share (%) |
|---|---|---|---|
| AND-OR/OR-AND | 938 | 938 | 8.92 |
| buffers and inverters | 457 | 1071 | 2.57 |
| XOR/XNOR | 3 | 3 | 0.0328 |
| AND/OR/NAND/NOR | 1614 | 1614 | 10.7 |
| multiplexers | 17 | 17 | 0.236 |
| other | 0 | 80 | 0 |
| flip-flops | 2071 | 2071 | 77.5 |
| latches | 1 | 1 | 0.0187 |
## what timing repair did
item                                    CTS  global route
resized                                   2             4
pin swaps                                 0             1
endpoints found under the setup margin    1             2
Power figures rest on the tool's default switching activity, not on a simulated workload.
